**./design.v**
```verilog
module Cronometro(
    input                       CLOCK2_50,
    input                       CLOCK3_50,
    input                       CLOCK4_50,
    input                       CLOCK_50,
    output           [6:0]      HEX0,
    output           [6:0]      HEX1,
    output           [6:0]      HEX2,
    output           [6:0]      HEX3,
    output           [6:0]      HEX4,
    output           [6:0]      HEX5,
    input            [3:0]      KEY,
    output           [9:0]      LEDR,
    input            [9:0]      SW,
    inout           [35:0]      GPIO1GPIO
);
wire clk_100Hz;
wire rst = ~KEY[0];  
wire enable = ~KEY[1];  
wire parziale = ~KEY[2];   
wire disp_mode = ~KEY[3];  
wire direzione_conteggio = SW[0];  
wire [6:0] centisec;
wire [5:0] sec, min;
wire [4:0] hr;
wire [3:0] disp0, disp1, disp2, disp3, disp4, disp5;
clock_divider clock_divider (
    .clk_in(CLOCK_50),
    .clk_100Hz(clk_100Hz)
);
contatore contatore (
    .clk_100Hz(clk_100Hz),
    .rst(rst),
	 .enable(enable),
	 .direction(direzione_conteggio),
    .centisec(centisec),
    .sec(sec),
    .min(min),
    .hr(hr)
);
display_mode display_mode (
    .clk(clk_100Hz),
    .key(disp_mode),
	 .parziale(parziale),
    .centisec(centisec),
    .sec(sec),
    .min(min),
    .hr(hr),
    .disp0(disp0),
    .disp1(disp1),
    .disp2(disp2),
    .disp3(disp3),
    .disp4(disp4),
    .disp5(disp5)
);
display_driver display_driver (
    .clk(clk_100Hz),
    .disp0(disp0),
    .disp1(disp1),
    .disp2(disp2),
    .disp3(disp3),
    .disp4(disp4),
    .disp5(disp5),
    .HEX0(HEX0),
    .HEX1(HEX1),
    .HEX2(HEX2),
    .HEX3(HEX3),
    .HEX4(HEX4),
    .HEX5(HEX5)
);
endmodule
module SEG7_LUT (iDIG,clk,enable,oSEG);
	input [3:0] iDIG;
	input clk,enable;
	output reg [6:0] oSEG;
always @(posedge clk)
   if (enable)
	case(iDIG)
	4'h1: oSEG = 7'b1111001;  
	4'h2: oSEG = 7'b0100100;  
	4'h3: oSEG = 7'b0110000;  
	4'h4: oSEG = 7'b0011001;  
	4'h5: oSEG = 7'b0010010;  
	4'h6: oSEG = 7'b0000010;  
	4'h7: oSEG = 7'b1111000;  
	4'h8: oSEG = 7'b0000000;  
	4'h9: oSEG = 7'b0011000;  
	4'ha: oSEG = 7'b0001000;
	4'hb: oSEG = 7'b0000011;
	4'hc: oSEG = 7'b1000110;
	4'hd: oSEG = 7'b0100001;
	4'he: oSEG = 7'b0000110;
	4'hf: oSEG = 7'b0001110;
	4'h0: oSEG = 7'b1000000;
	endcase
endmodule
module clock_divider (
    input clk_in,        
    output reg clk_100Hz   
);
    reg [18:0] count;
    initial begin
        clk_100Hz = 0;     
        count = 0;       
    end
    always @(posedge clk_in) begin
        if (count == 250000) begin   
            count <= 0;
            clk_100Hz <= ~clk_100Hz;   
        end else begin
            count <= count + 1;
        end
    end
endmodule
module contatore (
    input clk_100Hz,     
    input rst,           
    input enable,        
    input direction,     
    output reg [6:0] centisec,   
    output reg [5:0] sec,        
    output reg [5:0] min,        
    output reg [4:0] hr          
);
    reg running;  
    reg enable_reg;  
    initial begin
        running = 0;
        enable_reg = 0;
    end
    always @(posedge clk_100Hz or posedge rst) begin
        if (rst) begin
            centisec <= 0;
            sec <= 0;
            min <= 0;
            hr <= 0;
            running <= 0;  
        end else begin
            if (enable && !enable_reg) begin
                running <= ~running;  
            end
            enable_reg <= enable;  
            if (running) begin
                if (direction) begin
                    if (centisec == 0) begin
                        centisec <= 99;
                        if (sec == 0) begin
                            sec <= 59;
                            if (min == 0) begin
                                min <= 59;
                                if (hr == 0)
                                    hr <= 23;
                                else
                                    hr <= hr - 1;
                            end else
                                min <= min - 1;
                        end else
                            sec <= sec - 1;
                    end else
                        centisec <= centisec - 1;
                end else begin
                    if (centisec == 99) begin
                        centisec <= 0;
                        if (sec == 59) begin
                            sec <= 0;
                            if (min == 59) begin
                                min <= 0;
                                if (hr == 23)
                                    hr <= 0;
                                else
                                    hr <= hr + 1;
                            end else
                                min <= min + 1;
                        end else
                            sec <= sec + 1;
                    end else
                        centisec <= centisec + 1;
                end
            end
        end
    end
endmodule
module display_driver (
    input clk,
    input [3:0] disp0, disp1, disp2, disp3, disp4, disp5,
    output [6:0] HEX0, HEX1, HEX2, HEX3, HEX4, HEX5
);
    SEG7_LUT seg7_0 (.iDIG(disp0), .clk(clk), .enable(1'b1), .oSEG(HEX0));
    SEG7_LUT seg7_1 (.iDIG(disp1), .clk(clk), .enable(1'b1), .oSEG(HEX1));
    SEG7_LUT seg7_2 (.iDIG(disp2), .clk(clk), .enable(1'b1), .oSEG(HEX2));
    SEG7_LUT seg7_3 (.iDIG(disp3), .clk(clk), .enable(1'b1), .oSEG(HEX3));
    SEG7_LUT seg7_4 (.iDIG(disp4), .clk(clk), .enable(1'b1), .oSEG(HEX4));
    SEG7_LUT seg7_5 (.iDIG(disp5), .clk(clk), .enable(1'b1), .oSEG(HEX5));
endmodule
module display_mode (
    input clk,              
    input key,              
    input parziale,         
    input [6:0] centisec,
    input [5:0] sec, min,
    input [4:0] hr,
    output reg [3:0] disp0, disp1, disp2, disp3, disp4, disp5  
);
    reg mode;  
    reg parziale_mode;  
    reg [31:0] parziale_counter;  
    reg [6:0] parziale_centisec;
    reg [5:0] parziale_sec, parziale_min;
    reg [4:0] parziale_hr;
    initial begin
        mode = 0;
        parziale_mode = 0;
        parziale_counter = 0;
    end
    always @(posedge clk) begin
        if (parziale_mode) begin
            if (parziale_counter < 500) begin  
                parziale_counter <= parziale_counter + 1;
            end else begin
                parziale_mode <= 0;
                parziale_counter <= 0;
            end
        end
        if (parziale && !parziale_mode) begin
            parziale_mode <= 1;
            parziale_counter <= 0;
            parziale_centisec <= centisec;
            parziale_sec <= sec;
            parziale_min <= min;
            parziale_hr <= hr;
        end
    end
    always @(negedge clk) begin
        if (key) begin
            mode <= ~mode;  
        end
    end
    always @(*) begin
        if (parziale_mode) begin
            if (mode == 0) begin
                disp0 = parziale_centisec % 10;
                disp1 = parziale_centisec / 10;
                disp2 = parziale_sec % 10;
                disp3 = parziale_sec / 10;
                disp4 = parziale_min % 10;
                disp5 = parziale_min / 10;
            end else begin
                disp0 = parziale_sec % 10;
                disp1 = parziale_sec / 10;
                disp2 = parziale_min % 10;
                disp3 = parziale_min / 10;
                disp4 = parziale_hr % 10;
                disp5 = parziale_hr / 10;
            end
        end else begin
            if (mode == 0) begin
                disp0 = centisec % 10;
                disp1 = centisec / 10;
                disp2 = sec % 10;
                disp3 = sec / 10;
                disp4 = min % 10;
                disp5 = min / 10;
            end else begin
                disp0 = sec % 10;
                disp1 = sec / 10;
                disp2 = min % 10;
                disp3 = min / 10;
                disp4 = hr % 10;
                disp5 = hr / 10;
            end
        end
    end
endmodule
```
**./run.sh**
```bash
#!/bin/bash
# OpenROAD 26Q1-2900-gdf79404cd8, Yosys 0.63+post, stock flow scripts
make -C /OpenROAD-flow-scripts/flow DESIGN_CONFIG=/design/flow/config.mk WORK_HOME=/design/flow/orfs finish
```
**./config.mk**
```make
export PLATFORM = sky130hd
export DESIGN_NAME = Cronometro
export DESIGN_NICKNAME = Cronometro
export VERILOG_FILES = /design/flow/design.v
export SDC_FILE = /design/flow/constraint.sdc
export NUM_CORES = 4
export LEC_CHECK = 1
export CORE_UTILIZATION = 30
```
**./constraint.sdc**
```tcl
current_design Cronometro

set clk_period 2.8
set clk_io_pct 0.2

create_clock -name clk0 -period $clk_period [get_ports {CLOCK_50}]

set non_clock_inputs [all_inputs -no_clocks]
set_input_delay [expr $clk_period * $clk_io_pct] -clock clk0 $non_clock_inputs
set_output_delay [expr $clk_period * $clk_io_pct] -clock clk0 [all_outputs]
```
==> flow_summary.toml <==
# physical design summary
[run_status]
outcome = "completed"

[die]
fp.dieH_um = 177.6
die_area_mm2 = 0.03153
ios = 106
fp_util_pct = 30.87
die-width_um = 177.6
coreArea_mm2 = 0.02995
num_rows = 63

[yosys]
ys.flop_type = "dfxtp_1"
synthTopCellsByCount = "dfxtp_1 (94), o21ai_0 (79), nor2_1 (76)"
top_area_share_pct = 20.35
topCellsByArea = "dfxtp_1 (20%), edfxtp_1 (8.8%), ha_1 (8.3%)"
yosysChipArea_mm2 = 0.009246
edf_count = 27
async_reset_ff_share_pct = 17.12
ys_types = 93
yosys.area.top_type = "dfxtp_1"
syn_area_mm2 = 0.009246
yosys_warnings = 14
ys_seq_share_pct = 35.89
most_common_cell = "dfxtp_1"
syn_avg_cell_area_um2 = 8.848
ys.flops = 146
ys_cells = 1045
synth_cells = 1045

[route]
viasPerCell = 4.979
firstDrtPassIters = 4
wl_per_cell_um = 12.09
vias = 7195
drtIter0Drc = 217
finalWirelength_um = 17470
antenna_cells = 0
ant_nets = 0
drc_errors = 0

[global_routing]
antenna_found_initial = 0
grt_pass1_vias = 6492
grt_pass1_wl_um = 30570
grt_overflow = 0
grt_max_degree = 86
track_usage_pct = 11.57

[final_timing]
unclocked_regs = 126
fmax_ghz = 0.5396
tightest_slew_ns = 0.7854
rsz0062_at_grt = "no"
hold_viol = 0
period_used_pct = 66.19
unconstrained_endpoints = 230
maxSlewHeadroom_pct = 46.14
setup_tns_ns = 0
fin_skew_ns = 0.005056
finalMaxSlewViolations = 0
setup_violations = 0
min_period_ns = 1.853

[cts]
ctsRootBufferMaster = "clkbuf_16"
post_cts_buffers = 0
worstSkewPairLatency_ns = 0.25
cts-resized-gates = 0
cts_buffers = 3
h-tree-depth = 1
clockBufferDepth = 2
ctsHoldBuffers = 0
cts_tree = "done"
path_clk_slew_ns = 0.06

[critical_path]
critPathMaxStageDelay_ns = 0.53
rr_startpoint = "clock_divider.count[3]$_SDFF_PN0_"
ff2ff_path_depth = 6
critPathLaunchType = "flip-flop"
crit_type = "reg2reg"
worstPathArrival_ns = 2.05
crit_path_frequent_cell = "and3_1"
required_ns = 3.00
r2r-end = "clock_divider.count[18]$_SDFF_PN0_"
reg2reg_setup_slack_ns = 0.95
slowest_stage = "or4_1"
end_kind = "flip-flop"
path_max_fanout = 6
critical_path.endpoint = "clock_divider.count[18]$_SDFF_PN0_"
crit_chain = "and3_1 -> and2_1 -> and3_1 -> nand4_1 -> or4_1 -> nand2_1"
startpoint = "clock_divider.count[3]$_SDFF_PN0_"

[layout]
syn_to_final_growth_pct = 9.256
largest_register = "display_mode.parziale_counter"
reg_top3 = "display_mode.parziale_counter: 32 flops, clock_divider.count: 19 flops"
fillers = 3052
largest_reg_flops = 32
drive_above_1_share_pct = 7.299

[power]
pwr-share-seq_pct = 39.7
power_density_mw_per_mm2 = 71.52
combPwrFrac_pct = 6.5
p_sw_w = 0.0001358
p_sw_share_pct = 18.80
clkPwrFrac_pct = 53.8
vdd_drop_max_mv = 0.3133
p_leak_nw = 4.006
p_total_w = 0.0007225
cellInternalPower_w = 0.0005867

[worst_hold_path]
hp-class = "reg2reg"

[placement]
portBuffers = 47
place.gp.congestion = 0.8928
dp_hpwl_um = 13170

[job]
warnings = 112
maxCapViolCount = 0
## per-stage QoR
stage / cell area, um^2 / std cells / util [%] / setup WS (ns) / hold slack, ns
2_1_floorplan: 9280 / 1054 / - / 0.6117 / 0.4258
3_3_place_gp: 9997 / 1441 / 33.38 / 1.000 / 0.4392
3_5_place_dp: 9997 / 1441 / 33.38 / 0.9677 / 0.4501
4_1_cts: 10100 / 1445 / 33.73 / 0.9473 / 0.4674
5_1_grt: 10100 / 1445 / 33.73 / 0.7305 / 0.5122
6_report: 10100 / 1445 / 33.73 / 0.9467 / 0.4657
## cell families (layout without fill, tap and decap cells)
group / after synthesis / in the layout / synth area share (%)
other cells: 1 / 10 / 0.04056
compound gates: 270 / 270 / 19.49
simple gates: 356 / 356 / 20.04
fa+ha+maj: 61 / 61 / 8.254
flops: 146 / 146 / 35.89
xor+xnor: 38 / 38 / 3.599
mux: 48 / 48 / 6.495
buf+inv: 125 / 126 / 6.197
## routing by layer
| layer | GRT usage [%] | wire [um] |
|---|---|---|
| met1 | 17.91 | 9267 |
| met2 | 18.77 | 7674 |
| met5 | 0 | 0 |
| met3 | 1.003 | 472 |
| met4 | 0.5342 | 54 |
## how the worst min path moves through the flow
stage / startpoint / to / slack (ns) / cells past startpoint
4_1_cts: clock_divider.count[0]$_SDFF_PN0_ / clock_divider.count[0]$_SDFF_PN0_ / 0.47 / 1
5_1_grt: clock_divider.count[18]$_SDFF_PN0_ / clock_divider.count[18]$_SDFF_PN0_ / 0.51 / 2
6_report: clock_divider.count[0]$_SDFF_PN0_ / clock_divider.count[0]$_SDFF_PN0_ / 0.47 / 1
## cell type report
cell class	instances	area (um^2)	share of cell area, %
Tap cell	390	488.0	4.830
Timing Repair Buffer	59	560.5	5.549
Multi-Input combinational cell	783	5391	53.37
Clock buffer	3	75.07	0.7431
Sequential cell	146	3319	32.86
Inverter	63	237.7	2.353
Clock inverter	1	30.03	0.2973
## power by group through the flow
stage	clock [W]	sequential (W)	combinational, W
5_1_grt	0.000404	0.000287	0.0000546
4_1_cts	0.000394	0.000287	0.0000491
6_report	0.000388	0.000287	0.0000469
## layout by cell type (no fill, tap or decap), drive strengths merged, types with 19 or more instances in the layout
cell / Yosys / layout
dfxtp: 94 / 94
o21ai: 88 / 88
nor2: 76 / 76
nand2: 75 / 75
ha: 61 / 61
inv: 60 / 60
a21oi: 51 / 51
clkdlybuf4s50: 0 / 47
nand3: 40 / 40
and2: 33 / 33
edfxtp: 27 / 27
dfrtp: 25 / 25
mux2i: 21 / 21
mux2: 21 / 21
xor2: 20 / 20
nor3: 19 / 19
## worst max-delay path, delay by kind of cell, from the launching register on
kind          cells  cell delay (ns)
flops             1             0.40
simple gates      6             1.42
Power and IR drop assume default switching activity.
